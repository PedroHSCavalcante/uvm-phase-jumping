--- design.v ---
interface interface_if(input clk, rst);
    logic [15:0] data_i;
    logic  [1:0] reg_sel;
    logic  [1:0] instru;
    logic        valid_i;
    logic [31:0] data_o;
    logic 		 valid_o;
    modport mst(input clk, rst, data_o, valid_o, output data_i, reg_sel, valid_i, instru);
    modport slv(input clk, rst, data_i, valid_i, reg_sel, output data_o, valid_o);
endinterface
interface interface_rb(input clk, rst);
    logic [15:0] data_i;
    logic  [1:0] addr;
    logic        valid_i;
    modport mst(input clk, rst, output data_i, addr, valid_i);
endinterface
module datapath (
	input logic clk_ula,
	input logic clk_reg,
	input logic rst,
	input logic valid_reg,
	input logic [1:0] addr,
	input logic [15:0] data_in,
	input logic [1:0] reg_sel,
	input logic valid_ula,
	input logic [1:0] instru,
	input logic [15:0] A,
	output logic [31:0] data_out,
	output logic valid_out
);
logic [15:0] data_out_mux;
logic [15:0] reg1;
logic [15:0] reg2;
logic [15:0] reg3;
logic [15:0] reg4;
ula ULA(
	.clk_ula(clk_ula),
	.rst(rst),
	.A(A),
	.B(data_out_mux),
	.data_out(data_out),
	.valid_out(valid_out),
	.instru(instru),
	.valid_ula(valid_ula)
);
rb REG(
	.clk_reg(clk_reg),
	.rst(rst),
	.addr(addr),
	.data_in(data_in),
	.valid_reg(valid_reg),
	.reg1(reg1),
	.reg2(reg2),
	.reg3(reg3),
	.reg4(reg4)
);
mux MUX(
	.reg_sel(reg_sel),
	.reg1(reg1),
	.reg2(reg2),
	.reg3(reg3),
	.reg4(reg4),
	.data_out_mux(data_out_mux)
);
endmodule
module mux (
	input logic [1:0] reg_sel,
	input logic [15:0] reg1,
	input logic [15:0] reg2,
	input logic [15:0] reg3,
	input logic [15:0] reg4,
	output logic [15:0] data_out_mux
);
always_comb
begin
	case (reg_sel)
		2'b00: data_out_mux = reg1;
		2'b01: data_out_mux = reg2;
		2'b10: data_out_mux = reg3;
		2'b11: data_out_mux = reg4;
	endcase
end
endmodule
module rb (
	input logic clk_reg,
	input logic rst,
	input logic [1:0] addr,
	input logic [15:0] data_in,
	input logic valid_reg,
	output logic [15:0] reg1,
	output logic [15:0] reg2,
	output logic [15:0] reg3,
	output logic [15:0] reg4
);
logic [15:0] registers [4];
always_comb
begin
	reg1 = registers[0];
	reg2 = registers[1];
	reg3 = registers[2];
	reg4 = registers[3];
end
always_ff @ (posedge clk_reg or negedge rst)
begin
	if(~rst)
	begin
		registers[0] <= 16'hC4F3;
		registers[1] <= 16'hB45E;
		registers[2] <= 16'hD1E5;
		registers[3] <= 16'h1DE4;
	end
	else
	begin
		if(valid_reg)
		begin
			registers[addr] <= data_in;
		end
	end
end
endmodule
module ula (
	input logic clk_ula,
	input logic rst,
	input logic [15:0] A,
	input logic [15:0] B,
	output logic [31:0] data_out,
	output logic valid_out,
	input logic [1:0] instru,
	input logic valid_ula
);
logic [1:0] counter;
logic [31:0] result;
logic [15:0] reg_A, reg_B;
logic [15:0] op_A, op_B;
logic start;
logic [1:0] reg_instru;
logic [1:0] op_instru;
assign op_instru = (valid_ula && counter == 0) ? instru : reg_instru;
assign op_A = (valid_ula && counter == 0) ? A : reg_A;
assign op_B = (valid_ula && counter == 0) ? B : reg_B;
always_comb
begin
	case (op_instru)
		2'b00:
		begin
			result = op_A + op_B;
		end
		2'b01:
		begin
			if(op_A > op_B)
				result = op_A - op_B;
			else
				result = op_B - op_A;
		end
		2'b10:
		begin
			result = op_A + 1;
		end
		2'b11:
		begin
			result = op_B + 1;
		end
	endcase
end
always_ff @ (posedge clk_ula or negedge rst)
begin
	if(~rst)
	begin
		reg_A <= 0;
		reg_B <= 0;
	end
	else
	begin
		if(valid_ula && counter == 0)
		begin
			reg_A <= A;
			reg_B <= B;
		end
	end
end
always_comb
begin
	if(valid_ula || start)
	begin
		if(counter == op_instru)
		begin
			valid_out = 1;
			data_out = result;
		end
		else
		begin
			valid_out = 0;
			data_out = 0;
		end
	end
	else
	begin
		valid_out = 0;
		data_out = 0;
	end
end
always_ff @ (posedge clk_ula or negedge rst)
begin
	if(~rst)
	begin
		counter <= 2'b00;
		start <= 0;
	end
	else
	begin
		start <= (valid_ula) ? ((counter == op_instru) ? 0 : 1) : ((counter == op_instru) ? 0 : start);
		reg_instru <= (valid_ula) ? ((counter == 0) ? instru : reg_instru) : reg_instru;
		if(start || valid_ula)
		begin
			if(counter == op_instru)
			begin
				counter <= 0;
			end
			else
			begin
				counter <= counter + 1;
			end
		end
	end
end
endmodule
--- run.sh ---
#!/bin/bash
# OpenROAD 26Q1-2900-gdf79404cd8, Yosys 0.63+post, stock flow scripts
make -C /OpenROAD-flow-scripts/flow DESIGN_CONFIG=/design/flow/config.mk WORK_HOME=/design/flow/orfs finish
--- config.mk ---
export PLATFORM = sky130hd
export DESIGN_NAME = datapath
export DESIGN_NICKNAME = datapath
export VERILOG_FILES = /design/flow/design.v
export SDC_FILE = /design/flow/constraint.sdc
export NUM_CORES = 4
export LEC_CHECK = 1
export CORE_UTILIZATION = 40
--- constraint.sdc ---
current_design datapath

set clk_period 24.8
set clk_io_pct 0.2

create_clock -name clk0 -period $clk_period [get_ports {clk_reg}]
create_clock -name clk1 -period $clk_period [get_ports {clk_ula}]

set non_clock_inputs [all_inputs -no_clocks]
set_input_delay [expr $clk_period * $clk_io_pct] -clock clk0 $non_clock_inputs
set_output_delay [expr $clk_period * $clk_io_pct] -clock clk0 [all_outputs]
==> run notes <==
Implementation results are summarized by area below.

Logic synthesis
The cell taking the most area after synthesis is dfrtp_1. By area the synthesized netlist is led by dfrtp_1 20%, dfstp_2 12%, mux2_2 9.5%, ha_1 8.0%, mux4_2 4.6%. Dividing the synthesized area by the synthesized cell count gives roughly 9.7 sq um.

The cell count after synthesis is 811. In the synthesis report, Yosys lists the chip area as a little under 0.008 sq mm. The gate-level netlist out of Yosys references ~82 unique cell types. Summing every instance area after synthesis gives between 0.007 and 0.008 sq mm.

Yosys reported a register bit count of 101. The fraction of synthesis flops using an asynchronous set or reset pin is 0.980. The fraction of the yosys area taken by sequential cells is 0.329.

Counting the warning lines in the Yosys log gives 4. Counting flops with a built-in enable in the synthesized netlist gives 2. The area fraction of the largest cell type after synthesis is 0.204. Yosys stat counts approximately 800 cells in the synthesized netlist. The main flop type after synthesis is dfrtp_1.

Clock tree
The clock edge transition at the registers on the reported setup and hold paths is 0.05 ns. The CTS tree is built. Post-CTS repair changed the size of 0 cells. The clock net sink count is 101. After clock tree synthesis, the flow added hold-fix buffers numbering 0. After clock tree synthesis, the setup repair step added 0 buffers.

Route
The via-per-instance ratio is between 5 and 6. The detailed-router iteration count before antenna repair is 5. The routed design ends up with an antenna cell count of 0. In this run the remaining antenna-violating nets after routing total 0. The highest routing layer actually used is met4.

The wire length recorded after detailed routing is just over 20 mm. After detailed routing, the average wire length per cell comes to 18.1 um. Detailed routing placed a total of 1.05 mm of wire on met3.

The final routed DRC violation total is 0. The total length of routed met2 wires is about 9.2 mm. The number of design-rule violations left by the first detailed-router iteration is slightly above 400.

The via total after detailed routing is roughly 6200. The total routed wire length on the met1 layer is around 9.6 mm.

Run status
The run finished with clean final reports.

Place
The placement report lists the number of port buffers as roughly 74. The final RePlAce weighted congestion is ~0.98. In the placement report, post-DP HPWL is listed as between 15 and 20 mm.

Global routing
The first global-routing pass estimated about 33 mm of wire. The via count of the first global-routing pass came to 5932. The total global routing overflow is 0. The initial antenna violation count is 0.

For this run, the total global-route usage over all layers was measured as 0.218. Entering global routing, the biggest net connects about 60 pins.

Setup path
The critical path class is in -> out. The kind of cell with the highest combined delay along the critical path is simple AND/OR/NAND/NOR gates. The timing report shows that the slowest cell on the worst path is nor2_1.

The number of buffers and inverters on the critical path is 3. The arrival time of the worst setup path is 10.52 ns. Per the timing report, the most critical flop-to-flop path finishes at ULA.counter[0]. The worst setup path is launched from a primary input. The critical-path maximum fanout is 37. The setup slack on the worst flop-to-flop path is 22.49 ns. The length in cells of the worst reg-to-reg path is 9. The worst setup path is captured at a primary output. Counting stages on the worst path, the most repeated cell is clkdlybuf4s50_1.

In this design, the stage delay of the slowest critical-path cell is 0.66 ns. The launch point of the worst reg-to-reg path is ULA.counter[0]. The critical path endpoint has a required time of 19.84 ns. For reference, the critical path cell chain is clkdlybuf4s50_1 > and2_4 > mux2i_1 > inv_1 > ha_1 > nor2b_1 > o311ai_1 > and4_1 > o211a_1 > nor3_1 > o32ai_2 > a221oi_2 > o2111ai_1 > nor2_1 > clkdlybuf4s50_1.

Hold path
The startpoint of the worst hold path is REG.registers[1][9]. In the hold timing report, the worst path depth is 1. The worst min-delay path category is reg -> reg. For hold timing, the worst endpoint is REG.registers[1][9].

Power and ir drop
The share of total power in combinational logic is 0.680. The share of total power in the clock network is 0.144. The power density of the placed cells is about 150 mW/mm^2. The worst VDD IR drop from the latest analysis is 0.0650 mV. Switching power as a fraction of the total was reported as 0.470. The internal power consumption is between 700 and 800 uW.

The power report attributes to the sequential group a share of 0.176. The switching component of the power was reported as around 650 uW. The leakage component of the power was reported as 0.00385 uW.

Job
The run reported a max-capacitance violation count of 0. The number of warning messages in the logs is 58.

Timing
Hold timing on the final database bottoms out at a slack of ~0.50 ns. The clock skew is about 0.0055 ns. For the pin with the worst max-slew slack, the measured transition is slightly below 0.8 ns.

The number of max-slew violations in the final report is 0. Hold-check failures listed in the final report amount to 0. Setup repair after global routing left no endpoint under its margin.

For the final routed database, the setup TNS stands at 0 ns. The normalized max-slew margin is 0.469. The setup violation total in the final timing report is 0.

Finish
Per the final layout report, the fraction of cells sized above drive strength 1 comes to 0.206. From synthesis to final layout, the design area changed by 16.5%. The layout filler cell count is roughly 1800.

Floorplan
In the floorplan report the effective utilization is 0.414. The chip area is slightly above 0.02 sq mm. The horizontal die size is about 140 um. The floorplan step defined a core boundary enclosing around 0.019 sq mm. The I/O pin count is around 76.

The height of the die is between 100 and 150 um. The count of standard-cell rows is roughly 50.
## power by group through the flow
stage	registers, uW	clock network (uW)	logic (uW)
6_report	245	200	946
5_1_grt	251	211	1040
4_1_cts	244	206	935
## stage by stage
step	instance area [sq um]	util	cells	power, uW	setup WS [ns]
6_report	9150	0.483	1125	1390	9.32
5_1_grt	9150	0.483	1125	1500	8.89
4_1_cts	9150	0.483	1125	1390	9.33
3_5_place_dp	8680	0.458	1101	1180	9.38
3_3_place_gp	8680	0.458	1101	1190	9.48
2_1_floorplan	7850	-	811	951	10.65
## cell families (layout without fill, tap and decap cells)
| group | count (synthesis) | after routing | synth area share |
|---|---|---|---|
| buffers and inverters | 111 | 165 | 0.0701 |
| AND-OR/OR-AND | 160 | 160 | 0.150 |
| multiplexers | 108 | 108 | 0.174 |
| AND/OR/NAND/NOR | 249 | 249 | 0.158 |
| XOR/XNOR | 29 | 29 | 0.0323 |
| adder cells (fa/ha/maj) | 53 | 53 | 0.0873 |
| flip-flops | 101 | 101 | 0.329 |
## cell usage after synthesis (4+ instances only)
cell type   n
mux4_2     16
a21oi_1    46
nor4_1      6
mux2_2     66
buf_2      13
nand3_1    23
ha_1       50
o31ai_1     8
o21ai_0    15
xor2_1      9
inv_1      54
buf_6       5
mux2i_1    26
nor3b_1     4
and2_1      6
a31oi_1     7
or3_1       5
clkbuf_1   16
nor2b_1     9
nor3_1     17
a211oi_1   18
dfstp_2    35
nor2_1     40
dfrtp_1    64
xnor2_1    20
nand2b_1   10
o211ai_1    6
nand2_1    94
a21o_1      5
nand4_1    10
o21bai_1    4
and3_1      6
buf_4      21
## worst max-delay path by stage
stage / startpoint / endpoint / cells past startpoint
6_report: valid_ula / data_out[21] / 15
5_1_grt: valid_ula / data_out[25] / 15
4_1_cts: reg_sel[1] / data_out[21] / 16
## placed cells by master, fill, tap and decap left out, types with 15 or more instances in the layout
cell and count:
nand2_1 93, clkdlybuf4s50_1 73, mux2_2 66, dfrtp_1 64
inv_1 54, ha_1 50, a21oi_1 46, nor2_1 40
dfstp_2 35, mux2i_1 25, nand3_1 23, xnor2_1 20
a211oi_1 18, nor3_1 17, mux4_2 16, o21ai_0 15
## per-layer routing
| metal | up-vias | global-route usage |
|---|---|---|
| met2 | 180 | 0.331 |
| met4 | 0 | 0.0424 |
| li1 | 3009 | - |
| met5 | - | 0 |
| met3 | 28 | 0.0411 |
| met1 | 3008 | 0.334 |
## registers in the layout, indices dropped and copies added, names as in the netlist
signal	cells
REG.registers	64
ULA.reg_A	16
ULA.reg_B	16
ULA.counter	2
ULA.reg_instru	2
ULA.start	1
## worst reg2reg max path, stage by stage, from the launching register on
cell	delay, ns
dfrtp_1	0.36
inv_1	0.07
ha_1	0.26
nand2_2	0.08
buf_4	0.46
mux2i_1	0.39
xnor2_1	0.10
nor2_1	0.13
nor2_1	0.08
mux2_2	0.27
## final cells by class
cell class	instances	area, sq um	area share
clock inverters	6	86.3	0.00944
well taps	260	325	0.0356
inverters	54	203	0.0222
multi-input cells	599	4730	0.517
flip-flops and latches	101	2580	0.282
clock buffers	18	385	0.0421
repair buffers	87	836	0.0914
Power figures rest on the tool's default switching activity, not on a simulated workload.
